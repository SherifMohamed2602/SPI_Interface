File: run.sh
#!/bin/bash
# OpenROAD 26Q1-2900-gdf79404cd8, Yosys 0.63+post, stock flow scripts
make -C /OpenROAD-flow-scripts/flow DESIGN_CONFIG=/design/flow/config.mk WORK_HOME=/design/flow/orfs finish
File: config.mk
export PLATFORM = sky130hd
export DESIGN_NAME = SPI_Wrapper
export DESIGN_NICKNAME = SPI_Wrapper
export VERILOG_FILES = /design/flow/design.v
export SDC_FILE = /design/flow/constraint.sdc
export NUM_CORES = 4
export LEC_CHECK = 1
export CORE_UTILIZATION = 30
File: constraint.sdc
current_design SPI_Wrapper

set clk_period 28.3
set clk_io_pct 0.2

create_clock -name clk0 -period $clk_period [get_ports {clk}]

set non_clock_inputs [all_inputs -no_clocks]
set_input_delay [expr $clk_period * $clk_io_pct] -clock clk0 $non_clock_inputs
set_output_delay [expr $clk_period * $clk_io_pct] -clock clk0 [all_outputs]
File: design.v
module Single_port_Async_RAM #(
    parameter MEM_DEPTH = 256,
              ADDR_SIZE = 8
) (
    input [9:0] din,
    input clk, rst_n, rx_valid,
    output reg tx_valid,
    output reg [7:0] dout
);
reg [7:0] mem [MEM_DEPTH - 1 : 0];
reg [ADDR_SIZE - 1 : 0] wr_addr, rd_addr;
always @(posedge clk) begin
    if (~rst_n)begin
        dout <= 0;
        tx_valid <= 0;
        wr_addr <= 0;
        rd_addr <= 0;
    end
    else begin
    tx_valid <= (din[9] & din[8] & rx_valid)? 1 : 0;
    if (rx_valid)  
        case (din[9:8])
          2'b00 :    wr_addr <= din[7:0];
          2'b01 :    mem[wr_addr] <= din[7:0];
          2'b10 :    rd_addr <= din[7:0];
          2'b11 :    dout <= mem[rd_addr];
        endcase
    end
end
endmodule
module SPI_Slave (
    input MOSI, SS_n, clk, rst_n, tx_valid,
    input [7:0] tx_data,
    output reg MISO, 
    output rx_valid,
    output reg [9:0] rx_data
);
localparam  [2:0]    IDLE      = 3'b000,
                     CHK_CMD   = 3'b001,
                     WRITE     = 3'b010,
                     READ_ADD  = 3'b011,
                     READ_DATA = 3'b100;
(* fsm_encoding = "gray" *)					 
reg    [2:0]         current_state,
                     next_state ;    
wire StoP_done, PtoS_done;
reg [2:0] PtoS_index;
reg rst_counter1, rst_counter2;
counter #(10) StoP (clk, rst_counter1, , StoP_done);
counter #(7) PtoS (clk, rst_counter2, , PtoS_done);
always @(posedge clk) begin
    if (~rst_n) begin 
         current_state <= IDLE;
    end 
    else begin 
         current_state <= next_state; 
    end  
end
reg rd_add_recieved;
always @(*) begin
    case (current_state)
      IDLE                 : 
                             if (SS_n) 
                                 next_state = IDLE; 
                             else 
                                 next_state = CHK_CMD;
      CHK_CMD              : 
                             if (~SS_n) begin
                                 if (~MOSI) 
                                     next_state = WRITE; 
                                 else if (~rd_add_recieved)
                                     next_state = READ_ADD;
                                 else
                                     next_state = READ_DATA; 
                             end
                             else 
                                 next_state = IDLE;
      WRITE                 : 
                             if (~SS_n) 
                                 next_state = WRITE;
                             else 
                                 next_state = IDLE; 
      READ_ADD              : 
                             if (~SS_n) 
                                 next_state = READ_ADD;
                             else 
                                 next_state = IDLE; 
      READ_DATA             : 
                             if (~SS_n) 
                                 next_state = READ_DATA;
                             else 
                                 next_state = IDLE;
      default               :    next_state = IDLE;                           
    endcase
end
always @(posedge clk) begin
    if (~rst_n) begin
         rx_data <= 0;
         MISO <= 0;
         rd_add_recieved <= 0;
         rst_counter2 <= 1;
         rst_counter1 <= 1;
    end
    else
    case (current_state)
      IDLE                 : begin 
                              MISO <= 0;
                              rst_counter2 <= 1;
                              rst_counter1 <= 1;
                              PtoS_index = 7;
      end
      CHK_CMD              : begin 
                              rst_counter1 <= 0;
      end 
      WRITE                 : 
                             if (~SS_n) 
                                 if (~StoP_done)   
                                     rx_data <= {rx_data[8:0], MOSI};
      READ_ADD              : 
                             if (~SS_n) 
                                 if (~StoP_done)  begin
                                     rd_add_recieved <= 1;
                                     rx_data <= {rx_data[8:0], MOSI};
                                 end  
      READ_DATA             : 
                             if (~SS_n) 
                                 if (StoP_done)begin
                                     if (tx_valid) begin
                                         rst_counter2 <= 0;
                                         if (~PtoS_done) begin
                                             MISO <= tx_data[PtoS_index];  
                                             PtoS_index = PtoS_index - 1;
                                         end
                                         else begin
                                             rd_add_recieved <= 0;  
                                         end
                                     end 
                                 end
                                 else 
                                     rx_data <= {rx_data[8:0], MOSI};
      default               : begin 
                              rst_counter2 <= 1;
                              rst_counter1 <= 1;
      end
    endcase
end
assign rx_valid = ((current_state == WRITE || current_state == READ_ADD || current_state == READ_DATA) && StoP_done)? 1 : 0;
endmodule
module SPI_Wrapper (
    input MOSI, SS_n, clk, rst_n,
    output MISO
);
wire [9:0] rx_data;
wire [7:0] tx_data;
wire rx_valid, tx_valid;
Single_port_Async_RAM RAM (
    .din(rx_data), 
    .clk(clk), 
    .rst_n(rst_n), 
    .rx_valid(rx_valid), 
    .tx_valid(tx_valid), 
    .dout(tx_data)
    );
SPI_Slave SPI (
    .MOSI(MOSI), 
    .SS_n(SS_n), 
    .clk(clk), 
    .rst_n(rst_n), 
    .tx_valid(tx_valid), 
    .tx_data(tx_data), 
    .MISO(MISO), 
    .rx_valid(rx_valid), 
    .rx_data(rx_data)
    );
endmodule
module counter #(
    parameter COUNT_NUMBER = 10
)
(
    input clk, rst,
    output reg [4:0] count,
    output done
);
always @(posedge clk) begin
    if(rst)
       count <= 0;
    else 
       count <= count + 1;
end
assign done = (count >= COUNT_NUMBER)? 1: 0;
endmodule
==> impl_metrics.json <==
{
  "status": "finished, final reports clean",
  "ys_sh_aoi_pct": 4.36,
  "fin_area_um2": 93300,
  "clock_skew_ns": 0.0344,
  "fin_crit_ns": 7.93,
  "vias": 41600,
  "adder_share_pct": 0.0609,
  "fp_util_pct": 30.3,
  "num_antenna_cells": 0,
  "grt.busiest_layer": "met2",
  "topCellsByArea": "edfxtp_1 75%, mux4_2 8.5%, mux2i_1 5.3%",
  "viasPerCell": 5.15,
  "grtUsageMet1_pct": 18.7,
  "grt_max_degree": 100,
  "ys_sh_simple_pct": 3.10,
  "met2_usage_pct": 25.0,
  "crit_arrival_ns": 8.39,
  "muxShareOfSynthArea_pct": 14.1,
  "yosys_warnings": 5,
  "synthTopLogicFamily": "multiplexers",
  "maxCapViolations": 0,
  "power_density_nw_per_um2": 65.8,
  "cts_setup_buffers": 0,
  "syn_avg_cell_area_um2": 19.5,
  "finalCritPeriodShare_pct": 28.0,
  "leakage_uw": 0.0294,
  "tool_warnings": 27,
  "grt_pass1_vias": 45600,
  "routedWlPerCell_um": 27.0,
  "io_buffers": 4,
  "met3_usage_pct": 13.3,
  "final_layout_size_suffix_gt1_share_pct": 18.4,
  "place_hpwl_um": 136000,
  "cts_tree": "built",
  "cts.htree.levels": 4,
  "critPathRequiredTime_ns": 28.76,
  "top_cell_area_share_pct": 74.9,
  "place_area_um2": 86400,
  "postSynthSeqShare_pct": 76.2,
  "dieArea_um2": 276000,
  "antenna_found_initial": 1,
  "path_class": "input port to register",
  "rsz0062_at_grt": "false",
  "root_buffer": "clkbuf_16",
  "critPathLaunchType": "input port",
  "syn2layout_area_growth_pct": 13.5,
  "die_w_um": 526,
  "cp-end-kind": "register",
  "mostFrequentLayoutCell": "edfxtp_1",
  "clk_latency_ns": 0.85,
  "drt-pass1-iter-count": 7,
  "path_clk_slew_ns": 0.07,
  "clockBufferDepth": 3,
  "yosysChipArea_um2": 82200,
  "holdBufCountCts": 0,
  "max_slew_margin_pct": 30.1,
  "layout_top_cells": "2051 x edfxtp_1, 432 x mux2i_1, 331 x nor2_1, 309 x mux4_2, 208 x clkbuf_16",
  "ys_types": 68,
  "cts-buffers-inserted": 207,
  "fin_tns_setup_ns": 0,
  "drtAntennaViolNets": 0,
  "syn_area_um2": 82200,
  "flop_cell": "edfxtp_1",
  "track_usage_pct": 16.9,
  "gp_congestion": 0.942,
  "slew_viol_final": 0,
  "critPathMaxFanout": 35,
  "overflow": 0,
  "post-route-drc-count": 0,
  "hold_path_class": "register to register",
  "yosysTopAreaCell": "edfxtp_1",
  "tightest_slew_ns": 1.04,
  "max_freq_mhz": 126,
  "rows": 191,
  "ys_cells": 4210,
  "syn_inst": 4210,
  "edf_count": 2051,
  "wl_um": 218000,
  "xor_area_share_pct": 0.0746,
  "die_h_um": 526,
  "clock_sinks": 2105,
  "grt_first_pass_wirelength_um": 316000,
  "core_area_um2": 272000,
  "drt_iter0_drc": 2760,
  "io_pins": 5,
  "ys_ff": 2105,
  "cts_resized": 0,
  "setup_viol": 0,
  "hold_violations": 0,
  "async_reset_ff_share_pct": 0,
  "ir_drop_uv": 54.4
}
-- Yosys cell counts (all sizes together), types with 4 or more instances --
library cell  count
dfxtp            54
a211oi           76
xor2              4
nor3             41
inv               9
mux4            320
a22oi             7
a22o             17
o21a              9
clkbuf          101
o22ai           125
or3               9
a221oi           39
nor4              8
and2             13
a21oi            50
a221o             5
o211ai            8
mux2i           432
nor2            336
nand4             9
a31oi            11
or2               4
o221ai           55
a211o            12
nand2b            8
nand3            24
a2111oi          17
edfxtp         2051
nand2            79
o21ai            55
ha                4
nor2b            37
buf             147
-- flip-flops by register name (all words and copies together) (netlist names) --
name and cells:
RAM.wr_addr 8, SPI.StoP.count 5, SPI.PtoS_index 3, SPI.rx_data 10
SPI.MISO 1, RAM.tx_valid 1, SPI.PtoS.count 5, SPI.rst_counter1 1
SPI.current_state 5, RAM.mem 2048, SPI.rd_add_recieved 1, RAM.rd_addr 8
RAM.dout 8, SPI.rst_counter2 1
-- metrics by stage --
step | std cells | power [uW] | util (%) | hold WS [ns] | worst slack [ns]
3_3_place_gp | 7693 | 3440 | 31.8 | 0.410 | 19.54
5_1_grt | 8081 | 6300 | 34.4 | 0.454 | 20.25
4_1_cts | 8081 | 6190 | 34.4 | 0.434 | 20.46
2_1_floorplan | 4210 | 3440 | - | 0.398 | 20.89
6_report | 8081 | 6140 | 34.4 | 0.433 | 20.37
3_5_place_dp | 7693 | 3440 | 31.8 | 0.422 | 19.56
-- critical path, cell delays in order --
cell and delay (ns):
clkdlybuf4s50_1 0.45, buf_4 0.31, nand3_1 0.15, nor2_1 0.48, nand2_1 0.43, buf_4 0.34, nor2_1 0.53
-- cells by family after synthesis --
group                      Yosys count
xor gates and xnor gates             7
adders and majority gates            4
buffers and inverters              258
DFF                               2105
muxes                              754
and+or+nand+nor                    582
AOI/OAI and AO/OA                  500
-- power by group --
| group | switching, uW | total, uW | internal (uW) |
|---|---|---|---|
| logic | 4.05 | 5.95 | 1.90 |
| registers | 0.905 | 3370 | 3370 |
| clock network | 1180 | 2770 | 1590 |
| total | 1190 | 6140 | 4960 |
-- metal layers --
layer  vias up  part of all wire (%)
li1      17600                     -
met1     20700                    33
met2      2899                    46
met3       379                    17
met4         2                   3.6
met5         -                0.0064
-- layout make-up --
cell class,count,area [um2]
inverters,10,41.3
clock inverters,154,1630
well taps,3570,4470
repair buffers,161,1320
flip-flops and latches,2105,62700
multi-input cells,1847,17900
clock buffers,234,5300
fillers,24700,178000
-- final timing paths --
| check | startpoint | cells past startpoint | endpoint | slack, ns |
|---|---|---|---|---|
| hold reg to reg | SPI.PtoS.count[0] | 1 | SPI.PtoS.count[0] | 0.43 |
| setup / recovery | rst_n | 7 | RAM.mem[236][1] | 20.37 |
| setup reg to reg | RAM.rd_addr[1] | 10 | RAM.dout[0] | 22.50 |
| hold / removal | SPI.PtoS.count[0] | 1 | SPI.PtoS.count[0] | 0.43 |
Power is estimated from default activity; no workload was simulated.
